### flow/config.mk
export PLATFORM = sky130hd
export DESIGN_NAME = vga_sync
export DESIGN_NICKNAME = vga_sync
export VERILOG_FILES = /design/flow/design.v
export SDC_FILE = /design/flow/constraint.sdc
export NUM_CORES = 4
export LEC_CHECK = 1
export CORE_AREA = 10 10 95 95
export DIE_AREA = 0 0 105 105
### flow/constraint.sdc
current_design vga_sync

set clk_period 2.5
set clk_io_pct 0.2

create_clock -name clk0 -period $clk_period [get_ports {clk}]

set non_clock_inputs [all_inputs -no_clocks]
set_input_delay [expr $clk_period * $clk_io_pct] -clock clk0 $non_clock_inputs
set_output_delay [expr $clk_period * $clk_io_pct] -clock clk0 [all_outputs]
### flow/design.v
module vga_sync(
    input clk,         
    output [9:0] px,
    output [9:0] py,
    output reg hsync,
    output reg vsync,
    output display_on
);
parameter H_VISIBLE = 640;
parameter H_FP = 16;
parameter H_SYNC = 96;
parameter H_BP = 48;
parameter H_TOTAL = 800;
parameter V_VISIBLE = 480;
parameter V_FP = 10;
parameter V_SYNC = 2;
parameter V_BP = 33;
parameter V_TOTAL = 525;
reg [9:0] hcount = 0;
reg [9:0] vcount = 0;
always @(posedge clk) begin
    if (hcount == H_TOTAL-1) begin
        hcount <= 0;
        if (vcount == V_TOTAL-1)
            vcount <= 0;
        else
            vcount <= vcount + 1;
    end else begin
        hcount <= hcount + 1;
    end
end
always @(*) begin
    hsync = ~((hcount >= H_VISIBLE + H_FP) &&
              (hcount <  H_VISIBLE + H_FP + H_SYNC));
    vsync = ~((vcount >= V_VISIBLE + V_FP) &&
              (vcount <  V_VISIBLE + V_FP + V_SYNC));
end
assign display_on = (hcount < H_VISIBLE) && (vcount < V_VISIBLE);
assign px = hcount;
assign py = vcount;
endmodule
### flow/run.sh
#!/bin/bash
# OpenROAD 26Q1-2900-gdf79404cd8, Yosys 0.63+post, stock flow scripts
make -C /OpenROAD-flow-scripts/flow DESIGN_CONFIG=/design/flow/config.mk WORK_HOME=/design/flow/orfs finish
==> run_results.csv <==
group,metric,value,unit
outcome,status,"finished clean",
global_routing,grt_pass1_vias,762,
synth,synth_top_area_share,29.09,%
synth,yosysChipArea,0.001032,mm2
layout,drive_above_1_share,4.688,%
sta,fmax,461.0,MHz
layout,syn_to_final_growth,38.06,%
drt,routedWlPerCell,10.77,um
power_and_ir_drop,finalPower,560.5,uW
die,chipArea,0.01103,mm2
job,tool_warnings,29,
setup_path,max_stage_delay,500,ps
cts,clk_latency,260,ps
sta,setup_tns,0,ps
cts,htree_levels,1,
global_routing,track_usage,4.325,%
sta,skew,2.491,ps
sta,setup_viol,0,
die,initCoreUtil,14.95,%
hold_path,hp-class,"reg -> reg",
setup_path,worstPathMaxFanout,6,
global_routing,grt_pass1_wl,4043,um
sta,min_period,2169,ps
synth,synth-compound-area-share,5.818,%
drt,vias_per_cell,3.746,
synth,xor_share,10.18,%
cts,post_cts.repair.setup_buffers,0,
layout,seqCellArea,500.5,um2
setup_path,start_kind,"flip-flop",
drt,dr.pass1.iters,4,
drt,diodes,0,
setup_path,cp.required,2000,ps
synth,ys_cells,102,
global_routing,antenna_found_initial,0,
setup_path,critPathCaptureType,"output port",
global_routing,grt_busiest_layer,"met1",
sta,slew_viol_final,0,
setup_path,cp_slowest_cell,"clkdlybuf4s50_1",
global_routing,grt.overflow.total,0,
sta,rsz0062_at_grt,"false",
synth,synthArstFlopShare,0,%
synth,yosys_warnings,1,
synth,simple_gate_area_share,26.06,%
sta,relSlewSlack,73.41,%
global_routing,grt_max_degree,12,
drt,initialDrtViolationCount,23,
cts,path_clk_slew,70,ps
synth,yosys.area.top_type,"edfxtp_1",
global_routing,grtUsageMet1,6.756,%
layout,final.fill_count,763,
synth,numSynthFlops,20,
synth,avgSynthCellArea,10.12,um2
cts,clockBufferDepth,2,
synth,synth_area,0.001032,mm2
synth,ys_seq_share,48.48,%
cts,cts_buffers,3,
cts,clock-sinks,20,
drt,route.detailed.drc,0,
power_and_ir_drop,p_leak,0.0005371,uW
die,die_h,105,um
synth,edf_count,10,
die,num_rows,30,
synth,ys.flop_type,"edfxtp_1",
synth,ys_types,28,
global_routing,use_met2,5.027,%
placed_design,dpl.hpwl,1702,um
global_routing,grt_use_met3,2.547,%
sta,finalCritPeriodShare,86.77,%
power_and_ir_drop,p_per_area,393.3,mW/mm2
drt,ant_nets,0,
die,fp.dieW,105,um
setup_path,path_buffers,2,
die,coreArea,0.006907,mm2
cts,cts_tree,"built",
die,io_pins,24,
synth,area_leaders,"edfxtp_1 29%, dfxtp_1 19%, ha_1 6.1%",
sta,finalHoldViolCount,0,
placed_design,place.port_buffers,23,
drt,routed_wl,2413,um
synth,adder_share,6.061,%
cts,root_buffer,"clkbuf_8",
synth,synth_cells,102,
cts,cts_resized,0,
placed_design,gp_congestion,0.8236,
setup_path,crit_chain,"inv_1, ha_1, o2111ai_1, clkdlybuf4s50_1",
drt,num_vias,839,
synth,ys_sh_mux,0.9697,%
layout,logic_area,506.7,um2
setup_path,critical_path.top_delay_family,"buffers and inverters",
setup_path,critical_path_arrival,1670,ps
job,drv_cap,0,
sta,worst_pin_slew,398.3,ps
setup_path,crit_type,"reg -> out",
synth,logic_family,"simple AND/OR/NAND/NOR gates",
cts,postCtsHoldBufs,0,
power_and_ir_drop,ir_worst_vdd,0.1769,mV
[state kept, by name, indices dropped and copies added, names as in the netlist]
register and cells:
vcount 10, hcount 10
[logic make-up (layout without fill, tap and decap cells)]
family	count (synthesis)	after routing
simple gates	48	48
flops	20	20
xor+xnor	12	12
compound gates	10	10
buf+inv	6	32
fa+ha+maj	5	5
mux	1	1
[metal layers]
| layer | vias to the layer above | wire (um) |
|---|---|---|
| li1 | 420 | - |
| met1 | 388 | 1365 |
| met2 | 29 | 787 |
| met3 | 2 | 246 |
| met4 | 0 | 14 |
| met5 | - | 0 |
[path summary, 6_finish.rpt]
path,start,to,slack (ps),cells past startpoint
max,vcount[0],vsync,330,4
max reg2reg,hcount[0],vcount[1],810,4
min reg2reg,hcount[0],hcount[0],510,1
min,hcount[0],hcount[0],510,1
[synthesized netlist by cell type, types with 3 or more instances]
cell and instances:
a21oi_1 4, and3_1 4, dfxtp_1 10, edfxtp_1 10, ha_1 5, inv_1 4, nand2_1 9, nand3_1 7
nor2_1 9, nor2b_1 3, nor3_1 5, xnor2_1 5, xor2_1 7
[layout make-up]
type | count | area share, %
Inverter | 4 | 1.054
Tap cell | 96 | 8.428
Multi-Input combinational cell | 76 | 35.56
Sequential cell | 20 | 35.12
Timing Repair Buffer | 24 | 16.68
Clock buffer | 4 | 3.161
[metrics by stage]
stage / cell area [um2] / std cells / utilization [%] / hold WS [ps] / setup WS (ps)
after floorplan: 1032 / 102 / - / 441.0 / 377.8
after global placement: 1380 / 220 / 19.98 / 488.8 / 571.8
after detailed placement: 1380 / 220 / 19.98 / 491.6 / 597.3
after CTS: 1425 / 224 / 20.63 / 512.3 / 307.3
after global routing: 1425 / 224 / 20.63 / 553.6 / 176.0
final: 1425 / 224 / 20.63 / 506.2 / 330.8
[placed cells by master (no fill, tap or decap), types with 2 or more instances in the layout]
master / count
nand2_1: 9
nor2b_1: 3
clkdlybuf4s50_1: 23
edfxtp_1: 10
o21ai_0: 2
nor2_1: 9
or4_1: 2
inv_1: 4
dfxtp_1: 10
nor4b_1: 2
and3_1: 4
xnor2_1: 5
a21oi_1: 4
nand3_1: 7
xor2_1: 7
clkbuf_8: 3
o31ai_1: 2
ha_1: 5
nor3_1: 5
[report_power, final]
part	internal (uW)	switching [uW]	total [uW]
Clock	113	107	220
Sequential	340	0	340
Combinational	0	0	0.000317
Total	454	107	560
