File: design/flow/design.v
module game_render #(
    parameter SNAKE_MAX = 64
)(
    input [9:0] px,     
    input [9:0] py,     
    input [10*SNAKE_MAX-1:0] snake_x,
    input [10*SNAKE_MAX-1:0] snake_y,
    input [6:0] snake_length,
	 input [9:0] apple_x,
	 input [9:0] apple_y,
	 input game_over,
    output reg [3:0] red,
    output reg [3:0] green,
    output reg [3:0] blue
);
integer i;
reg hit_snake;
reg hit_apple;
wire [9:0] cell_x = px >> 4;    
wire [9:0] cell_y = py >> 4;
always @(*) begin
    hit_snake = 0;
	 hit_apple = 0;
    for (i = 0; i < 64; i = i + 1) begin
        if (i < snake_length) begin
            if (cell_x == snake_x[i*10 +: 10] &&
                cell_y == snake_y[i*10 +: 10])
                hit_snake = 1;
        end
    end
	 if(cell_x == apple_x && cell_y == apple_y)
		 hit_apple = 1;
	 if (game_over) begin
		 red = 4'hF;
		 green = 4'h0;
		 blue = 4'h0;
		 if (px > 200 && px <= 250) begin
			  if (py > 200 && py <=210) begin
					red = 4'hF;
					green = 4'hF;
					blue = 4'hF;
			  end
			  else if (py > 210 && py <= 230 && px > 200 && px <= 210) begin
					red = 4'hF;
					green = 4'hF;
					blue = 4'hF;
			  end
			  else if (py > 230 && py <= 240 && ((px > 200 && px <= 210) || (px > 230 && px <= 250))) begin
					red = 4'hF;
					green = 4'hF;
					blue = 4'hF;
			  end
			  else if (py > 240 && py <= 260 && ((px > 200 && px <= 210) || (px > 240 && px <= 250))) begin
					red = 4'hF;
					green = 4'hF;
					blue = 4'hF;
			  end
			  else if (py > 260 && py <= 270) begin
					red = 4'hF;
					green = 4'hF;
					blue = 4'hF;
			  end
			  else if (py > 280 && py <= 290) begin
					red = 4'hF;
					green = 4'hF;
					blue = 4'hF;
			  end
			  else if (py > 290 && py <= 340 && ((px > 200 && px <= 210) || (px > 240 && px <= 250))) begin
					red = 4'hF;
					green = 4'hF;
					blue = 4'hF;
			  end
			  else if (py > 340 && py <= 350) begin
					red = 4'hF;
					green = 4'hF;
					blue = 4'hF;
			  end
		 end
		 else if (px > 260 && px <= 310) begin
			  if (py > 200 && py <=210) begin
					red = 4'hF;
					green = 4'hF;
					blue = 4'hF;
			  end
			  else if (py > 210 && py <= 230 && ((px > 260 && px <= 270) || (px > 300 && px <= 310))) begin
					red = 4'hF;
					green = 4'hF;
					blue = 4'hF;
			  end
			  else if (py > 230 && py <=240) begin
					red = 4'hF;
					green = 4'hF;
					blue = 4'hF;
			  end
			  else if (py > 240 && py <= 270 && ((px > 260 && px <= 270) || (px > 300 && px <= 310))) begin
					red = 4'hF;
					green = 4'hF;
					blue = 4'hF;
			  end
			  else if (py > 280 && py <= 320 && ((px > 260 && px <= 270) || (px > 300 && px <= 310))) begin
					red = 4'hF;
					green = 4'hF;
					blue = 4'hF;
			  end
			  else if (py > 320 && py <= 340 && ((px > 270 && px <= 280) || (px > 290 && px <= 300))) begin
					red = 4'hF;
					green = 4'hF;
					blue = 4'hF;
			  end
			  else if (py > 340 && py <= 350 && px > 280 && px <= 290) begin
					red = 4'hF;
					green = 4'hF;
					blue = 4'hF;
			  end
		 end
		 else if (px > 320 && px <= 370) begin
			  if (py > 200 && py <=220 && ((px > 320 && px <= 330) || (px > 360 && px <= 370))) begin
					red = 4'hF;
					green = 4'hF;
					blue = 4'hF;
			  end
			  else if (py > 220 && py <= 230 && ((px > 320 && px <= 340) || (px > 350 && px <= 370))) begin
					red = 4'hF;
					green = 4'hF;
					blue = 4'hF;
			  end
			  else if (py > 230 && py <= 240 && ((px > 320 && px <= 330) || (px > 360 && px <= 370) || (px > 340 && px <= 350))) begin
					red = 4'hF;
					green = 4'hF;
					blue = 4'hF;
			  end
			  else if (py > 240 && py <= 270 && ((px > 320 && px <= 330) || (px > 360 && px <= 370))) begin
					red = 4'hF;
					green = 4'hF;
					blue = 4'hF;
			  end
			  else if (py > 280 && py <= 290) begin
					red = 4'hF;
					green = 4'hF;
					blue = 4'hF;
			  end
			  else if (py > 290 && py <= 310 && px > 320 && px <= 330) begin
					red = 4'hF;
					green = 4'hF;
					blue = 4'hF;
			  end
			  else if (py > 310 && py <= 320 && px > 320 && px <= 350) begin
					red = 4'hF;
					green = 4'hF;
					blue = 4'hF;
			  end
			  else if (py > 320 && py <= 340 && px > 320 && px <= 330) begin
					red = 4'hF;
					green = 4'hF;
					blue = 4'hF;
			  end
			  else if (py > 340 && py <= 350) begin
					red = 4'hF;
					green = 4'hF;
					blue = 4'hF;
			  end
		 end
		 else if (px > 380 && px <= 430) begin
			  if (py > 200 && py <=210) begin
					red = 4'hF;
					green = 4'hF;
					blue = 4'hF;
			  end
			  else if (py > 210 && py <= 230 && px > 380 && px <= 390) begin
					red = 4'hF;
					green = 4'hF;
					blue = 4'hF;
			  end
			  else if (py > 230 && py <= 240 && px > 380 && px <= 410) begin
					red = 4'hF;
					green = 4'hF;
					blue = 4'hF;
			  end
			  else if (py > 240 && py <= 260 && px > 380 && px <= 390) begin
					red = 4'hF;
					green = 4'hF;
					blue = 4'hF;
			  end
			  else if (py > 260 && py <= 270) begin
					red = 4'hF;
					green = 4'hF;
					blue = 4'hF;
			  end
			  else if (py > 280 && py <= 290 && px > 380 && px <= 420  ) begin
					red = 4'hF;
					green = 4'hF;
					blue = 4'hF;
			  end
			  else if (py > 290 && py <= 310 && ((px > 380 && px <= 390) || (px > 420 && px <= 430))) begin
					red = 4'hF;
					green = 4'hF;
					blue = 4'hF;
			  end
			  else if (py > 310 && py <= 320 && px > 380 && px <= 420  ) begin
					red = 4'hF;
					green = 4'hF;
					blue = 4'hF;
			  end
			  else if (py > 320 && py <= 330 && ((px > 380 && px <= 390) || (px > 400 && px <= 410))) begin
					red = 4'hF;
					green = 4'hF;
					blue = 4'hF;
			  end
			  else if (py > 330 && py <= 340 && ((px > 380 && px <= 390) || (px > 410 && px <= 420))) begin
					red = 4'hF;
					green = 4'hF;
					blue = 4'hF;
			  end
			  else if (py > 340 && py <= 350 && ((px > 380 && px <= 390) || (px > 420 && px <= 430))) begin
					red = 4'hF;
					green = 4'hF;
					blue = 4'hF;
			  end
		 end	
		 else begin
			red = 4'hF;
			green = 4'h0;
			blue = 4'h0;
		 end
    end else if (hit_snake) begin
        red   = 4'h0;
        green = 4'hF;
        blue  = 4'h0;
	 end else if (hit_apple) begin
		  red   = 4'hF;
        green = 4'h0;
        blue  = 4'h0;
    end else if(px < 16+13 || px >= (40-1)*16 || py < 16 || py >= (30-1)*16) begin
        red = 4'h0;
        green = 4'hA;
        blue = 4'hA;
    end else begin
        red   = 4'h0;
        green = 4'h0;
        blue  = 4'h0;
    end
end
endmodule
File: design/flow/constraint.sdc
current_design game_render

set clk_period 7.4
set clk_io_pct 0.2

create_clock -name clk0 -period $clk_period

set non_clock_inputs [all_inputs -no_clocks]
set_input_delay [expr $clk_period * $clk_io_pct] -clock clk0 $non_clock_inputs
set_output_delay [expr $clk_period * $clk_io_pct] -clock clk0 [all_outputs]
File: design/flow/run.sh
#!/bin/bash
# OpenROAD 26Q1-2900-gdf79404cd8, Yosys 0.63+post, stock flow scripts
make -C /OpenROAD-flow-scripts/flow DESIGN_CONFIG=/design/flow/config.mk WORK_HOME=/design/flow/orfs finish
File: design/flow/config.mk
export PLATFORM = sky130hd
export DESIGN_NAME = game_render
export DESIGN_NICKNAME = game_render
export VERILOG_FILES = /design/flow/design.v
export SDC_FILE = /design/flow/constraint.sdc
export NUM_CORES = 4
export LEC_CHECK = 1
export CORE_AREA = 10 10 513 513
export DIE_AREA = 0 0 523 523
==> impl_metrics.env <==
# physical design summary
export IMPL_crit_path_max_fanout=16
export IMPL_grt_max_degree=38
export IMPL_drc=0
export IMPL_final_min_clock_period_ns=7.275
export IMPL_synth_distinct_cells=73
export IMPL_die_y_um=523
export IMPL_area_delta_synth_final_pct=158.6
export IMPL_hold_buffers=0
export IMPL_place_gp_congestion=0.9682
export IMPL_slowest_stage="clkdlybuf4s50_1"
export IMPL_ios=1340
export IMPL_wirelength_um=288200
export IMPL_grt_pass1_wl_um=339300
export IMPL_final_util_pct=12.98
export IMPL_power_switching_mw=0.9230
export IMPL_synth_warning_count=1
export IMPL_post_drt_wl_per_cell_um=43.32
export IMPL_seq_cell_count=0
export IMPL_min_path_type="in -> out"
export IMPL_grt_overflow=0
export IMPL_setup_violations=0
export IMPL_comb_area_um2=12150
export IMPL_top_cell_area_share_pct=30.30
export IMPL_grt_pass1_vias=22800
export IMPL_antenna_found_initial=404
export IMPL_critical_path_class="in -> out"
export IMPL_yosysTopAreaCell="xnor2_1"
export IMPL_ir_drop_v=0.00004354
export IMPL_yosysChipArea_um2=12630
export IMPL_end_kind="output pin"
export IMPL_required_ns=5.92
export IMPL_intPower_mw=1.008
export IMPL_dr_pass1_iters=7
export IMPL_violations="max-capacitance violations, max-slew violations"
export IMPL_switching_share_pct=47.80
export IMPL_rsz0062_at_grt="false"
export IMPL_syn_inst=1713
export IMPL_fin_crit_sh_pct=98.31
export IMPL_portBuffers=1340
export IMPL_place_hpwl_um=266900
export IMPL_warnings=32
export IMPL_crit_chain="clkdlybuf4s50_1, nor4b_2, nand4_1, o21ai_0, a2bb2oi_1, o32ai_1, o31a_1, a311oi_1, a311oi_1, buf_4, o21bai_1, clkdlybuf4s50_1"
export IMPL_area_leaders="xnor2_1, xor2_1, nor4_1"
export IMPL_vias=22230
export IMPL_status="finished with violations"
export IMPL_postCtsSetupRepairBufs=0
export IMPL_relSlewSlack_pct=-11.19
export IMPL_worst_pin_slew_ns=1.653
export IMPL_drive_gt1_share_pct=11.54
export IMPL_num_fill_cells=28630
export IMPL_crit_path_start_kind="input pin"
export IMPL_vias_per_cell=3.341
export IMPL_grt_use_total_pct=20.49
export IMPL_ant_nets=0
export IMPL_core_um2=251600
export IMPL_final_setup_tns_ns=0
export IMPL_slowest_delay_ns=0.85
export IMPL_synth_yosys_num_cells=1713
export IMPL_seq_area_um2=0
export IMPL_final_max_slew_viol_count=2
export IMPL_hold_viol_final=0
export IMPL_dieWidth_um=523
export IMPL_synth_area_um2=12630
export IMPL_critPathArrivalTime_ns=5.80
export IMPL_max_freq_ghz=0.1375
export IMPL_hold_ws_ns=4.347
export IMPL_avgSynthCellArea_um2=7.374
export IMPL_powerDensity_nw_per_um2=59.10
export IMPL_p_leak_nw=10.16
export IMPL_cap_violations=1
export IMPL_ys_seq_share_pct=0
export IMPL_n_clock_buffer=0
export IMPL_dieArea_um2=273500
export IMPL_drt_iter0_drc=1064
export IMPL_initial_utilization_pct=5.020
export IMPL_row_count=184
## what timing repair did
item	4_1_cts	5_1_grt
resized	14	11
pin swaps	3	2
setup endpoints to repair	10	10
## cell families after synthesis
| group | Yosys count | share of synthesized area [%] |
|---|---|---|
| AND-OR/OR-AND | 146 | 8.528 |
| buffers and inverters | 130 | 7.052 |
| XOR/XNOR | 780 | 54.08 |
| multiplexers | 1 | 0.07924 |
| AND/OR/NAND/NOR | 656 | 30.26 |
## layer usage
layer	vias to the layer above	GRT usage, %	wire length, um
li1	9379	-	-
met1	10370	24.90	115700
met2	1583	34.10	132800
met3	647	9.617	31780
met4	244	2.077	6286
met5	-	0	1587
## cells in the mapped netlist, drive strengths merged, types with 5 or more instances
cell     instances
a31oi           11
nor2            56
nand2b          13
clkbuf          12
or3              7
nand2           62
a21oi           29
xor2           343
nor3            28
or4             11
a2111oi         13
or2              5
and3             6
xnor2          437
o21ai           18
nor2b            5
nor4           244
o21a             6
buf            117
o2111ai          8
nand3           47
a22oi            7
nand4          145
## metrics by stage
| stage | std cells | total power [mW] | area (um^2) | setup WS (ns) |
|---|---|---|---|---|
| after floorplan | 1713 | 0.5642 | 12630 | 2.111 |
| after global placement | 6535 | 1.948 | 31910 | -1.263 |
| after global routing | 6574 | 2.035 | 32470 | 0.006947 |
| final | 6652 | 1.931 | 32670 | 0.1248 |
| after detailed placement | 6556 | 1.953 | 32260 | -0.7914 |
| after CTS | 6556 | 1.971 | 32360 | 0.0004388 |
## cells in the final DEF (no fill, tap or decap), drive strengths merged, types with 18 or more instances in the layout
master / netlist / final
clkdlybuf4s50: 0 / 1325
xnor2: 437 / 437
xor2: 343 / 343
buf: 117 / 284
nor4: 244 / 244
nand4: 145 / 145
diode: 0 / 97
nand2: 62 / 62
nor2: 56 / 56
nand3: 47 / 47
a21oi: 29 / 29
nor3: 28 / 28
o21ai: 18 / 18
## worst paths after layout
| kind | start | endpoint | slack [ns] | depth (start not counted) |
|---|---|---|---|---|
| max | px[1] | blue[3] | 0.12 | 12 |
| min | px[4] | red[3] | 4.35 | 7 |
## critical path, delay by kind of cell
family	cells	cell delay, ns
buffers and inverters	3	1.69
and+or+nand+nor	2	0.80
AOI/OAI and AO/OA	7	1.80
## final cells by class
cell class         count  share of cell area, %
diodes                97                 0.7430
inverters              1                0.01149
multi-input cells   1583                  37.20
well taps           3348                  12.82
repair buffers      1623                  49.23
## power groups by stage
stage    Sequential, mW   Clock [mW]  Combinational [mW]
4_1_cts               0            0                1.97
5_1_grt               0  0.000000352                2.04
Power figures rest on the tool's default switching activity, not on a simulated workload.
