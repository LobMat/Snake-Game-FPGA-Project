==> /design/flow/design.v <==
module snake_engine #(
    parameter SNAKE_MAX = 64
)(
    input clk,
    input reset,
    input move_tick,           
    input [1:0] direction,     
    output reg [10*SNAKE_MAX-1:0] snake_x,  
    output reg [10*SNAKE_MAX-1:0] snake_y,
    output reg [6:0] snake_length,
	 output reg [9:0] apple_x,
	 output reg [9:0] apple_y,
	 output reg game_over
);
reg [9:0] head_x;
reg [9:0] head_y;
reg [9:0] food_x;
reg [9:0] food_y;
reg [5:0] lfsr_x = 6'b101001;   
reg [4:0] lfsr_y = 5'b11011;    
integer i, j;
reg collision;
reg [SNAKE_MAX-1:0] body_segment_on;
always @(posedge clk or posedge reset) begin
    if (reset) begin
		game_over <= 0;
		apple_x <= 40/4;  
		apple_y <= 30/4;
      head_x <= 20;
      head_y <= 15;
		body_segment_on <= 64'b0000000000000000000000000000000000000000000000000000000000011111;
        snake_length <= 5;
        for (i=0; i<SNAKE_MAX; i=i+1) begin
            snake_x[i*10 +: 10] <= 20;
            snake_y[i*10 +: 10] <= 15 + i;
        end
    end else if (game_over);
	 else if (move_tick) begin
			lfsr_x <= {lfsr_x[4:0], lfsr_x[5] ^ lfsr_x[2]};
			lfsr_y <= {lfsr_y[3:0], lfsr_y[4] ^ lfsr_y[2]};
			if(lfsr_x <= 1 || lfsr_x >= 39) lfsr_x <= 5;
			if(lfsr_y <= 1 || lfsr_y >= 29) lfsr_y <= 5;
        case(direction)
            2'b00: head_y <= head_y - 1;
            2'b01: head_x <= head_x + 1;
            2'b10: head_y <= head_y + 1;
            2'b11: head_x <= head_x - 1;
        endcase
		  collision = 0;
				for (j=1; j<SNAKE_MAX; j=j+1) begin
					if (snake_x[j*10 +:10] == head_x && snake_y[j*10 +:10] == head_y && body_segment_on[j]) begin
						collision = 1;
					end
				end
		  if(collision) begin
				game_over <= 1;
		  end
        else if (head_x >= 39 || head_y >= 29 || head_x <= 1 || head_y < 1) begin
            game_over <= 1;
		  end else begin
				if (eat_food) begin
					snake_length <= snake_length + 1;
					body_segment_on[snake_length] <= 1;
					apple_x <= lfsr_x % 40;
					apple_y <= lfsr_y % 30;
				end
            for (i=SNAKE_MAX-1; i>0; i=i-1) begin
                snake_x[i*10 +:10] <= snake_x[(i-1)*10 +:10];
                snake_y[i*10 +:10] <= snake_y[(i-1)*10 +:10];
            end
            snake_x[0*10 +:10] <= head_x;
            snake_y[0*10 +:10] <= head_y;
        end
    end
end
wire eat_food = (head_x == apple_x) && (head_y == apple_y);
endmodule
==> /design/flow/run.sh <==
#!/bin/bash
# OpenROAD 26Q1-2900-gdf79404cd8, Yosys 0.63+post, stock flow scripts
make -C /OpenROAD-flow-scripts/flow DESIGN_CONFIG=/design/flow/config.mk WORK_HOME=/design/flow/orfs finish
==> /design/flow/config.mk <==
export PLATFORM = sky130hd
export DESIGN_NAME = snake_engine
export DESIGN_NICKNAME = snake_engine
export VERILOG_FILES = /design/flow/design.v
export SDC_FILE = /design/flow/constraint.sdc
export NUM_CORES = 4
export LEC_CHECK = 1
export CORE_AREA = 10 10 797 797
export DIE_AREA = 0 0 807 807
==> /design/flow/constraint.sdc <==
current_design snake_engine

set clk_period 55.3
set clk_io_pct 0.2

create_clock -name clk0 -period $clk_period [get_ports {clk}]

set non_clock_inputs [all_inputs -no_clocks]
set_input_delay [expr $clk_period * $clk_io_pct] -clock clk0 $non_clock_inputs
set_output_delay [expr $clk_period * $clk_io_pct] -clock clk0 [all_outputs]
==> impl_metrics.yaml <==
# flow metrics
global_route:
  grt_antenna_before_repair: 38
  grt_pass1_wl_mm: 584.5
  grt_pass1_vias: 49910
  grt-ovfl-total: 0
  grt_max_degree: 119
  gr-usage-all-layers_pct: 14.06
run:
  cap_violations: 0
  tool_warnings: 39
clock_network:
  clk_transition_reported_paths_ns: 0.06
  cts-resized-gates: 0
  root_buffer: "clkbuf_16"
  insertion_delay_ns: 0.90
  cts_buffer_depth: 4
  cts_buffers: 183
  cts_sinks: 1400
  post_cts_buffers: 0
  h-tree-depth: 4
  cts_hold_buf: 0
  cts_tree: "done"
timing:
  holdWs_ns: 0.4679
  final_hold_viol_count: 0
  period_needed_ns: 15.47
  max-slew-margin-rel_pct: 13.70
  finalCritPeriodShare_pct: 27.98
  skew_ns: 0.08302
  timing.fmax_mhz: 64.62
  setup_violations: 0
  rsz0062_at_grt: "false"
  tns_ns: 0
  worstMarginPinSlew_ns: 1.294
  slew_viol_final: 0
status:
  outcome: "finished, final reports clean"
synthesis:
  synth_flop_count: 1400
  top_cells_by_area: "dfrtp_1 35%, mux2_4 23%, xor2_1 14%"
  ys_cells: 5184
  enable_flop_cells: 11
  synthDistinctLibCells: 58
  synthCells: 5184
  ys_seq_share_pct: 48.38
  syn_avg_cell_area_sq_um: 14.17
  largest_area_cell: "dfrtp_1"
  ys_warn_count: 1
  top_cell_area_share_pct: 35.34
  ys_area_sq_um: 73440
  yosys_most_used_dff: "dfrtp_1"
  async_reset_ff_share_pct: 99.21
  synth_area_sq_um: 73440
cells_and_area:
  seqCellArea_sq_um: 35600
  syn_to_final_growth_pct: 39.76
  n_fill_cell: 67491
  utilization_pct: 16.60
  layout-drive-gt1-share_pct: 31.98
  final_cell_mix: "1312 x clkdlybuf4s50_1, 1197 x xor2_1, 1120 x mux2_4"
  lay_top_count: "clkdlybuf4s50_1"
  postLayoutCellArea_sq_um: 102600
  logic_area_sq_um: 35260
placed_design:
  hpwl_mm: 380.0
  place.gp.congestion: 0.9072
  port_buffers: 1312
  placed_area_sq_um: 96480
floorplan:
  fp.dieW_um: 807
  die-area_sq_um: 651200
  io_pins: 1313
  core_sq_um: 618300
  fp-row-count: 289
  die_h_um: 807
  fp_util_pct: 11.88
setup_path:
  slowest_delay_ns: 0.73
  required_ns: 56.03
  cp_max_fo: 41
  crit_top_cell: "buf_4"
  r2r_cells: 16
  worstPathArrival_ns: 16.20
  worstSetupPathType: "primary input to register"
  path_cells: "clkdlybuf4s50_1 -> nor2b_1 -> nand3_4 -> buf_4 -> buf_4 -> buf_4 -> buf_4 -> buf_4 -> mux2_4"
  end_kind: "register"
  crit_buf_inv: 6
  path_delay_family: "buffers and inverters"
  critPathSlowestCell: "buf_4"
  cp_num_cells: 9
  start_kind: "primary input"
routing:
  finalWirelength_mm: 467.2
  drtPass1Iterations: 5
  first_iter_violations: 3714
  drc: 0
  antenna_left: 0
  wl_per_cell_um: 31.24
  vias_per_cell: 3.332
  vias: 49833
pwr:
  vdd_drop_max_mv: 0.02214
  p_leak_nw: 49.02
  p_per_area_nw_per_um2: 24.99
min_path:
  hold_path_class: "register to register"
  whs_path_depth: 0
worst register-to-register path, stage by stage (launching register included):
cell and delay [ns]:
dfstp_4 0.84, buf_4 0.47, buf_4 0.61, buf_4 0.66, xor2_1 0.18, nor4_1 0.23
nand4_1 0.41, o22ai_1 0.56, or4_1 0.41, nor4_4 0.12, nand3_4 0.39, buf_4 0.63
buf_4 0.80, buf_4 0.74, buf_4 0.71, buf_4 0.75, mux2_4 0.40
Yosys cell counts (all sizes together), types with 5 or more instances:
master	n
a21oi	16
and2	15
and3	5
buf	310
clkbuf	21
dfrtp	1037
dfstp	352
edfxtp	11
ha	14
inv	21
mux2	1281
nand2	92
nand2b	9
nand3	74
nand4	76
nor2	37
nor2b	13
nor3	82
nor4	254
o21ai	12
o21bai	67
o22ai	32
or4	12
xnor2	112
xor2	1197
registers in the layout (all words and copies together) (netlist names):
register,count
game_over,1
lfsr_y,5
snake_x,640
snake_y,640
snake_length,7
body_segment_on,63
apple_y,8
head_y,10
head_x,10
lfsr_x,6
apple_x,10
cells by family (layout without fill, tap and decap cells):
| logic type | count (synthesis) | after routing | share of synthesized area [%] |
|---|---|---|---|
| AND-OR/OR-AND | 150 | 150 | 1.409 |
| XOR/XNOR | 1309 | 1309 | 15.61 |
| adder cells (fa/ha/maj) | 14 | 14 | 0.2385 |
| buffers and inverters | 352 | 1953 | 3.815 |
| flip-flops | 1400 | 1400 | 48.38 |
| multiplexers | 1284 | 1284 | 25.41 |
| other | 0 | 22 | 0 |
| AND/OR/NAND/NOR | 675 | 675 | 5.139 |
metrics by stage:
stage | setup slack [ns] | std cells | total power [mW]
after detailed placement | 38.97 | 14593 | 1.347
final | 39.83 | 14955 | 2.565
after global routing | 39.69 | 14933 | 2.653
after CTS | 39.94 | 14933 | 2.608
after global placement | 39.03 | 14593 | 1.346
after floorplan | 5.657 | 5184 | 1.206
power by group:
part,switching [mW],internal (mW)
Clock,0.533,0.709
Sequential,0.0221,1.03
Combinational,0.193,0.0784
layout make-up:
| class | instances | area share (%) |
|---|---|---|
| repair buffers | 1592 | 14.94 |
| diodes | 22 | 0.05364 |
| flip-flops and latches | 1400 | 34.69 |
| multi-input cells | 3432 | 34.36 |
| clock inverters | 75 | 0.8789 |
| clock buffers | 265 | 5.065 |
| inverters | 21 | 0.08411 |
| well taps | 8148 | 9.933 |
routing by layer:
layer	routed length, um	share of wire (%)	track usage, %	up-vias
li1	-	-	-	21077
met1	181800	39	17.04	26260
met2	225000	48	23.18	1951
met3	36410	7.8	4.537	537
met4	23930	5.1	5.533	8
met5	53	0.011	0	-
final timing paths:
check,start,endpoint,slack [ns]
worst max-delay path,move_tick,snake_y[254]$_DFFE_PP0P_,39.83
worst min-delay path,apple_x[7]$_DFFE_PP0P_,apple_x[7]$_DFFE_PP0P_,0.47
worst max register to register,head_y[1]$_DFFE_PP1P_,snake_y[254]$_DFFE_PP0P_,46.23
worst min register to register,apple_x[7]$_DFFE_PP0P_,apple_x[7]$_DFFE_PP0P_,0.47
max in group asynchronous,reset,snake_x[423]$_DFFE_PP0P_,40.29
min in group asynchronous,reset,snake_x[173]$_DFFE_PP0P_,10.69
No activity file was given, so power comes from the tool's default toggle rates.
